`flow/design.v`:
```
module EXMEM ( clk,
iFlush, iByte, iWrite, iFloat,
iWBsrc, iMWrite, iDW,
iALUout1, iALUout2, iPcp4,
iRegOut1, iRegOut2, iDstReg, iIm,
oFlush, oByte, oWrite, oFloat,
oWBsrc, oMWrite, oDW,
oALUout1, oALUout2, oPcp4,
oRegOut1, oRegOut2, oDstReg, oIm
);
    input clk;
    input iFlush, iByte, iWrite, iFloat;
    input [1:0] iWBsrc;
    input iMWrite, iDW;
    input [31:0] iALUout1, iALUout2, iPcp4; 
    input [31:0] iRegOut1, iRegOut2, iIm;
    input [4:0] iDstReg;
    output oFlush, oByte, oWrite, oFloat;
    output [1:0] oWBsrc;
    output oMWrite, oDW;
    output [31:0] oALUout1, oALUout2, oPcp4; 
    output [31:0] oRegOut1, oRegOut2, oIm;
    output [4:0] oDstReg;
    reg internal_Flush, internal_Byte, internal_Write, internal_Float;
    reg [1:0] internal_WBsrc; 
    reg internal_MWrite, internal_DW;
    reg [31:0] internal_ALUout1, internal_ALUout2, internal_Pcp4;
    reg [31:0] internal_RegOut1, internal_RegOut2, internal_Im;
    reg [4:0] internal_DstReg;
    assign oFlush = internal_Flush;
    assign oByte = internal_Byte; 
    assign oWrite = internal_Write; 
    assign oFloat = internal_Float;
    assign oWBsrc = internal_WBsrc;
    assign oMWrite = internal_MWrite;
    assign oDW = internal_DW;
    assign oALUout1 = internal_ALUout1;
    assign oALUout2 = internal_ALUout2;
    assign oPcp4 = internal_Pcp4;
    assign oRegOut1 = internal_RegOut1;
    assign oRegOut2 = internal_RegOut2; 
    assign oIm = internal_Im;
    assign oDstReg = internal_DstReg; 
    initial begin
        internal_Flush = 0;
        internal_Byte = 0;
        internal_Write = 0;
        internal_Float = 0;
        internal_WBsrc= 0;
        internal_MWrite = 0;
        internal_DW = 0;
        internal_ALUout1 = 0;
        internal_ALUout2 = 0;
        internal_Pcp4 = 0;
        internal_RegOut1 = 0;
        internal_RegOut2 = 0;
        internal_Im = 0;
        internal_DstReg = 0;
    end
    always @(posedge clk) begin
        internal_Flush <= iFlush;
        internal_Byte <= iByte;
        internal_Write <= iWrite;
        internal_Float <= iFloat;
        internal_WBsrc <= iWBsrc;
        internal_MWrite <= iMWrite;
        internal_DW <= iDW;
        internal_ALUout1 <= iALUout1;
        internal_ALUout2 <= iALUout2;
        internal_Pcp4 <= iPcp4;
        internal_RegOut1 <= iRegOut1;
        internal_RegOut2 <= iRegOut2;
        internal_Im <= iIm;
        internal_DstReg <= iDstReg;
    end
endmodule
```
`flow/run.sh`:
```
#!/bin/bash
# OpenROAD 26Q1-2900-gdf79404cd8, Yosys 0.63+post, stock flow scripts
make -C /OpenROAD-flow-scripts/flow DESIGN_CONFIG=/design/flow/config.mk WORK_HOME=/design/flow/orfs finish
```
`flow/config.mk`:
```
export PLATFORM = sky130hd
export DESIGN_NAME = EXMEM
export DESIGN_NICKNAME = EXMEM
export VERILOG_FILES = /design/flow/design.v
export SDC_FILE = /design/flow/constraint.sdc
export NUM_CORES = 4
export LEC_CHECK = 1
export CORE_AREA = 10 10 213 213
export DIE_AREA = 0 0 223 223
```
`flow/constraint.sdc`:
```
current_design EXMEM

set clk_period 1.0
set clk_io_pct 0.2

create_clock -name clk0 -period $clk_period [get_ports {clk}]

set non_clock_inputs [all_inputs -no_clocks]
set_input_delay [expr $clk_period * $clk_io_pct] -clock clk0 $non_clock_inputs
set_output_delay [expr $clk_period * $clk_io_pct] -clock clk0 [all_outputs]
```
==> CHANGELOG.md <==
### Metrics

- Fillcell total: ~4400
- Worst EP required: around 0.80 ns
- CP max FO: 1
- Pre-Repair DR Iteration Count: 2
- OpenROAD warnings: 27
- Unique cell types: 1
- Vias/cell: ~2.7
- CP endpoint kind: output pin
- Syn avg cell area: ~20 sq um
- Critical path class: reg -> out
- Peak supply drop: around 1.4 mV
- Largest net degree at the start of global routing: 14
- DP Worst Slack: -0.228 ns
- Final setup violation count: 205
- DRC: 0
- CTS Buffer Depth: 3
- Status: finished, violations left
- Max_slew headroom: between 80% and 90%
- Slew Limit Fails: 0
- Layout cells sized above 1: about 42%
- CTS HTree Levels: 1
- Routed wire length per instance: approximately 15 microns
- CTS tree: yes
- Final Hold Fails: 0
- Post-CTS Repair Setup Buffers: 0
- RSZ-0062 raised after global routing: true
- Ant diodes: 0
- Final WL: between 15000 and 20000 microns
- Cell Rows: ~74
- Cell leakage power: between 3 and 4 nW
- Crit start category: flop
- First-pass GRT wire length: around 24000 microns
- Post-DRT Antenna Nets: 0
- Initial antenna violation count: 2
- Power Density: between 2000 and 2500 nW/um^2
- Crit path max-delay cell type: dfxtp_4
- Die height: ~220 microns
- Hold Crit Class: in -> reg
- Non-Filler Instances: 1186
- I/O Pins: roughly 400
- Min Tclk post-route: between 1 and 1.5 ns
- Max Cap Viol: 0
- Via count: 3171
- Placer Congestion: 0.804
- PortBufs: 410
- CTS buffer count: 23
- Core area: 40800 sq um
- Area growth, synth to finish: 112%
- Width of the die: around 220 microns
- Peak Freq: approximately 0.83 GHz
- Critical Path Max Stage Delay: roughly 0.4 ns
- Vias in the first global route: 3553
- Yosys stat area: roughly 4100 sq um
- 1st-iter DRT viols: about 53
- Clock transition at the registers of the reported paths: about 0.06 ns
- Failing checks: negative setup slack
- Syn Std Cell Area: 4100 sq um
- Yosys Instances: 205
- Sequential area share after synthesis: 100%
- Logic area: 0 sq um
- Family with the most delay on the worst path: flip-flops
- Tot GR Track Use: between 6 and 7%
- CTS Root Cell: clkbuf_16
- Post-synth regs: just over 200
- Worst Tran Pin Value: around 0.15 ns
- Post-CTS Hold Buffers: 0
- Crit path cell chain: buf_6
- Final Cycle Share: 121%
- Register area: 4150 sq um
- Post-DP Area: between 8000 and 9000 sq um
- MI comb cells: 0
- CP arrival: around 1 ns
- Initial Util: between 10 and 15%
- Die footprint: approximately 50000 sq um
- Buf+Inv Stages, Crit Path: 1
- Global route overflow: 0
- Synth Instances: between 200 and 250
- Synth warn: 1
- CTS sink count: between 200 and 250
- Inst Count DP: about 1100
- Post-DP HPWL: ~14000 microns
- Finished Cell Area: around 8700 sq um
- PnR worst setup slack: -0.209 ns
-- power by group --
| group | total (mW) | switching, mW | leakage [nW] | internal (mW) |
|---|---|---|---|---|
| Combinational | 1.20 | 0.231 | 1.62 | 0.972 |
| Clock | 8.47 | 3.21 | 0.370 | 5.27 |
| Sequential | 8.72 | 0.0949 | 1.73 | 8.62 |
| Total | 18.4 | 3.53 | 3.72 | 14.9 |
-- Yosys cell counts (all sizes together) --
cell	instances	share of area, %
dfxtp	205	100
-- registers in the layout, summed over array words and instances (netlist names) --
signal,count
internal_Flush,1
internal_RegOut2,32
internal_ALUout2,32
internal_Im,32
internal_ALUout1,32
internal_Byte,1
internal_Pcp4,32
internal_DW,1
internal_WBsrc,2
internal_RegOut1,32
internal_Float,1
internal_DstReg,5
internal_Write,1
internal_MWrite,1
-- per-layer routing --
layer,up-vias,GRT usage [%],share of wire [%]
li1,1505,-,-
met1,1373,6.67,34
met2,261,10.7,46
met3,30,4.44,16
met4,2,1.77,3.2
met5,-,0,0.041
-- layout make-up --
class                   instances  area share [%]
clock buffers                  33            7.51
repair buffers                411            35.9
flip-flops and latches        205            47.8
clock inverters                 5            1.19
well taps                     532            7.66
-- cells by family after synthesis --
logic type,count (synthesis),synth area share [%]
flops,205,100
-- path summary, 6_finish.rpt --
kind  slack (ns)                    startpoint                           end  cells after the start
min         0.11                  iRegOut1[23]  internal_RegOut1[23]$_DFF_P_                      1
max        -0.21  internal_ALUout1[30]$_DFF_P_                  oALUout1[30]                      1
-- repair_timing --
action / CTS / global route
setup endpoints to repair: 205 / 205
cloned: 0 / 0
gates resized: 692 / 13
-- layout by cell type (no fill, tap or decap), types with 3 or more instances in the layout --
cell type,netlist,layout
bufinv_16,0,3
buf_6,0,5
clkbuf_16,0,23
dfxtp_1,205,168
buf_2,0,200
clkdlybuf4s50_1,0,205
dfxtp_2,0,36
clkbuf_8,0,4
clkbuf_1,0,6
-- metrics by stage --
stage / hold slack, ns / total power [mW] / setup TNS [ns] / util (%)
detailed placement: 0.652 / 10.5 / -0.410 / 21.8
CTS: 0.0670 / 18.8 / -33.49 / 21.2
global placement: 0.649 / 10.5 / -0.407 / 21.8
global route: 0.0784 / 19.3 / -34.77 / 21.3
floorplan: 0.228 / 8.77 / 0 / -
finish: 0.112 / 18.4 / -22.99 / 21.3
Power figures rest on the tool's default switching activity, not on a simulated workload.
