==> design/flow/design.v <==
module IDEX(clk, stall,
iFlush,
iRWrite, iByte, iFloat, 
iWBsrc, iMWrite ,iDW,
iPcp4, iExOp,
iRegOut1, iFun, iRegOut2, iRegOut3,
iFloat1P1, iFloat2P1,
iFmt, iFt, iDstReg, iIm, iRd,
oFlush,
oRWrite, oByte, oFloat, 
oWBsrc, oMWrite , oDW,
oPcp4, oExOp,
oRegOut1, oFun, oRegOut2, oRegOut3,
oFloat1P1, oFloat2P1,
oFmt, oFt, oDstReg, oIm, oRd
);
    input clk, stall;
    input iFlush, iRWrite, iByte, iFloat, iDW;
    input [1:0] iWBsrc;
    input iMWrite;
    input [31:0] iPcp4;
    input [2:0] iExOp;
    input [31:0] iRegOut1, iRegOut2, iRegOut3, iFloat1P1, iFloat2P1;
    input [5:0] iFun;
    input [4:0] iFmt, iFt, iDstReg, iRd;
    input [15:0] iIm;
    output oFlush, oRWrite, oByte, oFloat, oDW;
    output [1:0] oWBsrc;
    output oMWrite;
    output [31:0] oPcp4;
    output [2:0] oExOp;
    output [31:0] oRegOut1, oRegOut2, oRegOut3, oFloat1P1, oFloat2P1;
    output [5:0] oFun;
    output [4:0] oFmt, oFt, oDstReg, oRd;
    output [15:0] oIm;
    reg internal_Flush, internal_RWrite, internal_Byte, internal_Float, internal_DW;
    reg [1:0] internal_WBsrc;
    reg internal_MWrite;
    reg [31:0] internal_Pcp4;
    reg [2:0] internal_ExOp;
    reg [31:0] internal_RegOut1, internal_RegOut2, internal_RegOut3;
    reg [31:0] internal_Float1P1, internal_Float2P1;
    reg [5:0] internal_Fun;
    reg [4:0] internal_Fmt, internal_Ft, internal_DstReg, internal_Rd;
    reg [15:0] internal_Im;
    assign oFlush = internal_Flush;
    assign oRWrite = internal_RWrite;
    assign oByte = internal_Byte;
    assign oFloat = internal_Float;
    assign oWBsrc = internal_WBsrc;
    assign oMWrite = internal_MWrite;
    assign oDW = internal_DW;
    assign oPcp4 = internal_Pcp4;
    assign oExOp = internal_ExOp;
    assign oRegOut1 = internal_RegOut1;
    assign oRegOut2 = internal_RegOut2;
    assign oRegOut3 = internal_RegOut3;
    assign oFloat1P1 = internal_Float1P1;
    assign oFloat2P1 = internal_Float2P1;
    assign oFun = internal_Fun;
    assign oFmt = internal_Fmt;
    assign oFt = internal_Ft;
    assign oDstReg = internal_DstReg;
    assign oIm = internal_Im;
    assign oRd = internal_Rd;
    initial begin
        internal_Flush = 0;
        internal_RWrite = 0;
        internal_Byte = 0;
        internal_Float = 0;
        internal_WBsrc = 0;
        internal_MWrite = 0;
        internal_DW = 0;
        internal_Pcp4 = 0;
        internal_ExOp = 0;
        internal_RegOut1 = 0;
        internal_RegOut2 = 0;
        internal_RegOut3 = 0;
        internal_Float1P1 = 0;
        internal_Float2P1 = 0;
        internal_Fun = 0;
        internal_Fmt = 0;
        internal_Ft = 0;
        internal_DstReg = 0;  
        internal_Im = 0;
        internal_Rd = 0;
    end
    always @(posedge clk) begin
        if (~stall) begin
            internal_Flush <= iFlush;
            internal_RWrite <= iRWrite;
            internal_Byte <= iByte;
            internal_Float <= iFloat;
            internal_WBsrc <= iWBsrc;
            internal_MWrite <= iMWrite;
            internal_Pcp4 <= iPcp4;
            internal_ExOp <= iExOp;
            internal_DW <= iDW;
            internal_RegOut1 <= iRegOut1;
            internal_RegOut2 <= iRegOut2;
            internal_RegOut3 <= iRegOut3;
            internal_Float1P1 <= iFloat1P1;
            internal_Float2P1 <= iFloat2P1;
            internal_Fun <= iFun;
            internal_Fmt <= iFmt;
            internal_Ft <= iFt;
            internal_DstReg <= iDstReg;
            internal_Im <= iIm;
            internal_Rd <= iRd;
        end
    end
endmodule
==> design/flow/run.sh <==
#!/bin/bash
# OpenROAD 26Q1-2900-gdf79404cd8, Yosys 0.63+post, stock flow scripts
make -C /OpenROAD-flow-scripts/flow DESIGN_CONFIG=/design/flow/config.mk WORK_HOME=/design/flow/orfs finish
==> design/flow/config.mk <==
export PLATFORM = sky130hd
export DESIGN_NAME = IDEX
export DESIGN_NICKNAME = IDEX
export VERILOG_FILES = /design/flow/design.v
export SDC_FILE = /design/flow/constraint.sdc
export NUM_CORES = 4
export LEC_CHECK = 1
export CORE_AREA = 10 10 233 233
export DIE_AREA = 0 0 243 243
==> design/flow/constraint.sdc <==
current_design IDEX

set clk_period 1.0
set clk_io_pct 0.2

create_clock -name clk0 -period $clk_period [get_ports {clk}]

set non_clock_inputs [all_inputs -no_clocks]
set_input_delay [expr $clk_period * $clk_io_pct] -clock clk0 $non_clock_inputs
set_output_delay [expr $clk_period * $clk_io_pct] -clock clk0 [all_outputs]
==> run notes <==
run results: Critical Path Fanout Max=1, Slew @ Worst Pin=185 ps, Cell Chain, Critical Path=buf_2, Overflow after GRT=0, hold slack=218 ps, CP max stage cell=edfxtp_1, Critical Path RT=800 ps, vias=4541, Max clock buf depth=3, Main synth FF type=edfxtp_1, site row count=81, post-place setup slack=-580 ps, ys cells=246, Die X=243 µm, chip area=0.0590 mm², tool warning count=28, Synth-to-Final Area Change=76.9%, synth cell count leaders=245 x edfxtp_1, 1 x inv_1, fin area=0.0130 mm², Yosys warning count=1, CTS root buf=clkbuf_16, Worst Hold Path Cells=1, CP peak stage delay=380 ps, Synth Seq Share=0.999, Diodes inserted=0, first-pass GRT wire length=34700 µm, FFs w/ async S/R, synth=0, Crit path arrival time=1050 ps, clock slew at reported path FFs=60 ps, Slew HR=0.877, largest net degree at the start of global routing=39, initial antenna violation count=0, flops out of synthesis=245, CTS H-tree depth=1, top-count cell post-synth=edfxtp_1, core box area=0.0491 mm², CTS tree=yes, minimum clock period=1250 ps, area share, top type=0.999, Top cells by area=edfxtp_1 100%, inv_1 0.051%, Die H=243 µm, Routed wire per std cell=16.8 µm, hold path endpoint=internal_RegOut1[31], Fmax=0.799 GHz, Min-Delay Startpoint=iRegOut1[31], post-layout period usage=1.25, post-synthesis cell type with the largest combined area=edfxtp_1, top cell family by delay on the critical path=flip-flops, number of placed I/O pins=492, Post-Place Cell Area=0.0134 mm², DR vias/cell=3.07, antenna-violating nets left=0, Fillers=5104, share of layout cells above drive strength 1=0.381, DRC=0, Mapped Area=0.00736 mm², Cell Pwr Density=1800 mW/mm², final wirelength=24800 µm, Hold Path Class=input port to flop, vias in the first global route=4792, Comb gate area=0 µm², TritonCTS Sinks=245, final setup fails=245, yosys stat chip area=0.00736 mm², status=complete, but fails checks, Post-synth EDFFs=245, CP Capture Type=output port, DPL Wire Length=20100 µm, initial drt markers=138, Finished Core Util=0.265, count of buffer and inverter cells on the critical path=1, critical path class=flop to output port, Slew Viols, Final=0, final-report hold violation count=0, GR Util All Layers=0.0806, Cell Type Count=2, Critical Path Source Type=flop, failing checks=negative setup slack, floorplan core density=0.150, cts bufs inserted=26, RSZ-0062 raised after global routing=true, #MultiIn Comb=0, drt first pass iters=4, maximum VDD drop=2.00 mV, worst setup margin=-252 ps, input/output buffers=491, routability congestion estimate=0.783, max cap viols=0, Syn Inst Count=246, LEAKAGE=4.91 nW, syn avg cell area=29.9 µm²
==> where the power goes <==
part / internal, mW / switching, mW / total (mW) / leakage, nW
Clock: 5.39 / 3.64 / 9.02 / 0.397
Sequential: 12.2 / 0.176 / 12.4 / 2.40
Combinational: 1.42 / 0.571 / 1.99 / 2.12
==> timing repair <==
action,in CTS,in global routing
setup endpoints to repair,245,297
hold buffers,0,0
setup buffers,0,3
gates resized,808,4
hold endpoints to repair,0,0
==> routing by layer <==
metal / vias to the layer above / routed length [µm] / global-route usage
li1: 2115 / - / -
met1: 2192 / 8250 / 0.0859
met2: 202 / 13800 / 0.146
met3: 32 / 2150 / 0.0332
met4: 0 / 600 / 0.0169
met5: - / 0 / 0
==> cells in the final DEF, fill, tap and decap left out <==
cell and instances:
clkinv_2 5, buf_4 21, clkinvlp_4 1, clkbuf_1 5
clkdlybuf4s50_1 245, clkinv_1 7, buf_2 245, buf_16 1
edfxtp_1 245, buf_6 2, clkbuf_16 27, dlymetal6s2s_1 1
buf_12 6, bufinv_16 2
==> flip-flops by register name, indices dropped and copies added (netlist names), 2 cells and up <==
register,flops
internal_RegOut3,32
internal_Rd,5
internal_RegOut2,32
internal_RegOut1,32
internal_Float1P1,32
internal_DstReg,5
internal_Float2P1,32
internal_Fun,6
internal_Pcp4,32
internal_Fmt,5
internal_ExOp,3
internal_Im,16
internal_WBsrc,2
internal_Ft,5
==> kinds of logic (layout without fill, tap and decap cells) <==
| group | count (synthesis) | in the layout | synth area share |
|---|---|---|---|
| flops | 245 | 245 | 0.999 |
| buf+inv | 1 | 568 | 0.000509 |
==> how the worst max path moves through the flow <==
stage                              start  depth (start not counted)  slack (ps)          to
final                     internal_Rd[0]                          1        -250      oRd[0]
after global routing  internal_DstReg[1]                          1        -320  oDstReg[1]
after CTS             internal_DstReg[1]                          1        -320  oDstReg[1]
==> per-stage QoR <==
stage / TNS, ps / instances / power [mW]
4_1_cts: -64680 / 1474 / 23.8
6_report: -51260 / 1477 / 23.4
5_1_grt: -66120 / 1477 / 24.4
3_3_place_gp: -129760 / 1428 / 15.4
2_1_floorplan: -779320 / 246 / 12.6
3_5_place_dp: -128100 / 1428 / 15.4
==> area by class of cell <==
class,instances,area (µm²),share of cell area
Timing Repair Buffer,521,4020,0.309
Clock inverter,14,111,0.00855
Inverter,1,7.51,0.000577
Sequential cell,245,7360,0.565
Clock buffer,32,694,0.0533
Tap cell,664,831,0.0638
No activity file was given, so power comes from the tool's default toggle rates.
