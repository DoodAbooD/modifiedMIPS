`./run.sh`:
```
#!/bin/bash
# OpenROAD 26Q1-2900-gdf79404cd8, Yosys 0.63+post, stock flow scripts
make -C /OpenROAD-flow-scripts/flow DESIGN_CONFIG=/design/flow/config.mk WORK_HOME=/design/flow/orfs finish
```
`./config.mk`:
```
export PLATFORM = sky130hd
export DESIGN_NAME = MEMWB
export DESIGN_NICKNAME = MEMWB
export VERILOG_FILES = /design/flow/design.v
export SDC_FILE = /design/flow/constraint.sdc
export NUM_CORES = 4
export LEC_CHECK = 1
export CORE_AREA = 10 10 166 166
export DIE_AREA = 0 0 176 176
```
`./constraint.sdc`:
```
current_design MEMWB

set clk_period 1.0
set clk_io_pct 0.2

create_clock -name clk0 -period $clk_period [get_ports {clk}]

set non_clock_inputs [all_inputs -no_clocks]
set_input_delay [expr $clk_period * $clk_io_pct] -clock clk0 $non_clock_inputs
set_output_delay [expr $clk_period * $clk_io_pct] -clock clk0 [all_outputs]
```
`./design.v`:
```
module MEMWB (clk,
iWrite, iFloat,
iWBsrc, iDW,
iALUout1, iMemOut1, iMemOut2, 
iPcp4, iIm, iDstReg, iALUout2, 
oWrite, oFloat,
oWBsrc, oDW,
oALUout1, oMemOut1, oMemOut2,oPcp4, oIm, oDstReg, oALUout2);
    input clk;
    input iWrite, iFloat;
    input [1:0] iWBsrc;
    input iDW;
    input [31:0] iALUout1, iMemOut1, iMemOut2;
    input [31:0] iPcp4, iIm;
    input [4:0] iDstReg;
    input [31:0] iALUout2;
    output oWrite, oFloat;
    output [1:0] oWBsrc;
    output oDW;
    output [31:0] oALUout1, oMemOut1, oMemOut2;
    output [31:0] oPcp4, oIm;
    output [4:0] oDstReg;
    output [31:0] oALUout2;
    reg internal_Write, internal_Float;
    reg [1:0] internal_WBsrc;
    reg internal_DW;
    reg [31:0] internal_ALUout1, internal_MemOut1, internal_MemOut2;
    reg [31:0] internal_Pcp4, internal_Im;
    reg [4:0] internal_DstReg;
    reg [31:0] internal_ALUout2;
    assign oWrite = internal_Write; 
    assign oFloat = internal_Float;
    assign oWBsrc = internal_WBsrc;
    assign oDW = internal_DW;
    assign oALUout1 = internal_ALUout1;
    assign oMemOut1 = internal_MemOut1;
    assign oMemOut2 = internal_MemOut2;
    assign oPcp4 = internal_Pcp4;
    assign oIm = internal_Im;
    assign oDstReg = internal_DstReg;
    assign oALUout2 = internal_ALUout2;
    initial begin
        internal_Write = 0; 
        internal_Float = 0;
        internal_WBsrc = 0;
        internal_DW = 0;
        internal_ALUout1 = 0;
        internal_MemOut1 = 0;
        internal_MemOut2 = 0;
        internal_Pcp4 = 0;
        internal_Im = 0;
        internal_DstReg = 0;
        internal_ALUout2 = 0;
    end
    always @(posedge clk) begin
        internal_Write <= iWrite; 
        internal_Float <= iFloat;
        internal_WBsrc <= iWBsrc;
        internal_DW <= iDW;
        internal_ALUout1 <= iALUout1;
        internal_MemOut1 <= iMemOut1;
        internal_MemOut2 <= iMemOut2;
        internal_Pcp4 <= iPcp4;
        internal_Im <= iIm;
        internal_DstReg <= iDstReg;
        internal_ALUout2 <= iALUout2;
    end
endmodule 
```
==> flow_summary.ini <==
; synthesis and place-and-route metrics
[run_status]
status = complete, but fails checks
violations = setup timing

[critical_path]
path_delay_family = flip-flops
critPathMaxFanout = 1
cp-endpoint = oIm[30]
critPathKind = flip-flop to output pin
cp_data_arrival_time_ns = 0.92
start_kind = flip-flop
critPathCaptureType = output pin
crit_start = internal_Im[30]
slowest_stage = dfxtp_2
critPathRequiredTime_ns = 0.80
worstPathBufferInverterCount = 1
cp_num_cells = 1
critical_path.cell_chain = buf_6
cpPeakStageDelay_ns = 0.32

[synth]
synthCells = 202
yosysWarnings = 1
ys_cells = 202
synthesis.area_um2 = 4040
ys_ff = 202
yosys.area.top_type = dfxtp_1
synth_cell_type_count = 1
synth.avg_cell_area_um2 = 20.0
topCellsByArea = dfxtp_1
ys_seq_share_pct = 100
ys_area_um2 = 4040
yosysTopAreaCellShare_pct = 100

[floorplanning]
initial_core_util_pct = 16.8
die_x_um = 176
io_pins = 405
rows = 57
die_y_um = 176
coreArea_um2 = 24100
dieArea_um2 = 31000

[route]
drt_pre_antenna_iters = 3
diodes = 0
drtAntennaViolNets = 0
totalWireLength_um = 16000
avgRoutedWirePerCell_um = 16.6
drc = 0
dr_total_vias = 3100
dr.first_iter.drc_count = 49
vias_per_cell = 3.21

[grt]
grt_pass1_wl_um = 22600
grt_max_degree = 13
grt_pass1_vias = 3379
antenna_found_initial = 1
gr-total-overflow = 0
grt.total_usage_pct = 9.79

[timing]
post-route-period-util_pct = 112
relSlewSlack_pct = 90.9
fmax_mhz = 893
final_hold_viol_count = 0
min_period_ns = 1.12
tns_ns = -18.30
setup_viol = 202
worst_pin_slew_ns = 0.136
grt_setup_unrepaired = yes
drv_slew = 0
setup_slack_ns = -0.120

[clock_network]
postCtsSetupRepairBufs = 0
clk_pin_slew_ns = 0.06
hold_buffers = 0
cts_num_sinks = 202
ctsRootBufferMaster = clkbuf_16
cts_tree = yes
numCtsBuffers = 22
cts_max_path_buffers = 3
h-tree-depth = 1

[flow_run]
cap_violations = 0
warning_count = 27

[finish]
drive_above_1_share_pct = 41.6
syn_to_final_growth_pct = 105
logic_gates = 0
logic_area_um2 = 0
fin_util_pct = 34.3

[placed_design]
dp_slack_ns = -0.0406
dp_hpwl_um = 13000
port_buffers = 404
place.gp.congestion = 0.768

[power]
p_leak_nw = 3.64
peakVddDrop_v = 0.00122
power_density_nw_per_um2 = 2100

[hold_path]
min_path_type = input port to flip-flop
per-layer routing:
| layer | routed length, µm | global-route usage [%] |
|---|---|---|
| met1 | 5640 | 10.7 |
| met4 | 401 | 2.30 |
| met3 | 2690 | 6.72 |
| met5 | 0 | 0 |
| met2 | 7280 | 15.3 |
stage by stage:
stage	power (mW)	cells	hold slack (ns)	cell area [µm²]
after floorplan	8.65	202	0.228	4040
after global placement	10.3	930	0.648	8490
after detailed placement	10.4	930	0.652	8490
after CTS	17.8	966	0.102	8230
after global routing	18.2	966	0.110	8270
final	17.4	966	0.136	8270
flip-flops by register name (all words and copies together), names as in the netlist:
register and cells:
internal_Write 1, internal_MemOut1 32, internal_WBsrc 2, internal_Im 32
internal_ALUout1 32, internal_ALUout2 32, internal_Float 1, internal_DstReg 5
internal_DW 1, internal_Pcp4 32, internal_MemOut2 32
cells in the mapped netlist:
| master | instances |
|---|---|
| dfxtp_1 | 202 |
where the power goes:
group          internal (mW)  switching, mW  leakage (nW)  total [mW]
registers               8.50         0.0928          1.70        8.59
clock network           4.66           2.96         0.335        7.62
logic                  0.963          0.213          1.60        1.18
total                   14.1           3.27          3.64        17.4
placed cells by master (no fill, tap or decap), drive strengths merged:
cell type	count
dfxtp	202
clkdlybuf4s50	202
clkinv	2
bufinv	1
buf	202
clkbuf	33
layout make-up:
| cell class | count | area (µm²) |
|---|---|---|
| repair buffers | 404 | 3090 |
| fillers | 2454 | 15800 |
| clock inverters | 3 | 43.8 |
| flip-flops and latches | 202 | 4090 |
| clock buffers | 33 | 643 |
| well taps | 324 | 405 |
logic make-up (layout without fill, tap and decap cells):
kind of cell,Yosys count,in the layout,share of synthesized area (%)
buf+inv,0,440,0
flops,202,202,100
timing repair:
action	CTS	global route
resized	669	20
pin swaps	0	0
setup endpoints to repair	202	202
worst min-delay path by stage:
stage / start / endpoint / cells after the start
after CTS: iALUout1[22] / internal_ALUout1[22] / 1
after global routing: iMemOut2[30] / internal_MemOut2[30] / 1
final: iALUout1[22] / internal_ALUout1[22] / 1
No activity file was given, so power comes from the tool's default toggle rates.
